## ./run.sh

```bash
#!/bin/bash
# OpenROAD 26Q1-2900-gdf79404cd8, Yosys 0.63+post, stock flow scripts
make -C /OpenROAD-flow-scripts/flow DESIGN_CONFIG=/design/flow/config.mk WORK_HOME=/design/flow/orfs finish
```

## ./constraint.sdc

```tcl
current_design Multiplexer_5ch

set clk_period 4.0
set clk_io_pct 0.2

create_clock -name clk0 -period $clk_period

set non_clock_inputs [all_inputs -no_clocks]
set_input_delay [expr $clk_period * $clk_io_pct] -clock clk0 $non_clock_inputs
set_output_delay [expr $clk_period * $clk_io_pct] -clock clk0 [all_outputs]
```

## ./config.mk

```make
export PLATFORM = sky130hd
export DESIGN_NAME = Multiplexer_5ch
export DESIGN_NICKNAME = Multiplexer_5ch
export VERILOG_FILES = /design/flow/design.v
export SDC_FILE = /design/flow/constraint.sdc
export NUM_CORES = 4
export LEC_CHECK = 1
export CORE_AREA = 10 10 70 70
export DIE_AREA = 0 0 80 80
```

## ./design.v

```verilog
`timescale 1ns / 1ps
module Multiplexer_5ch (mux_out, data_a, data_b, data_c, data_d, data_e, sel);
  parameter word_size = 8;
  output [word_size-1: 0] 	mux_out;
  input 	[word_size-1: 0] 	data_a, data_b, data_c, data_d, data_e;
  input 	[2: 0] sel;
  assign  mux_out = (sel == 0) 	
? data_a: (sel == 1) 
? data_b : (sel == 2) 
? data_c: (sel == 3) 
? data_d : (sel == 4) 
? data_e : 'bx;
endmodule
```

==> results_slide.txt <==
Physical Implementation Snapshot

Yosys
  • Yosys chip area: 350 sq um
  • Top cells by area: o211ai_2 29%, mux2i_1 23%, a32oi_1 20%
  • Post-Syn Area: 350 sq um
  • Syn Inst Count: 39
  • Distinct cell type count after synthesis: 10
  • Sequential-to-total area share from yosys stat: 0%
  • Ys cells: 39
  • Area leader share: 28.6%
  • YS warnings: 0
  • Area leader, netlist: o211ai_2
  • Synthesized area per cell: 8.98 sq um

Clock tree
  • Hold_buf cts: 0
  • Post-CTS Setup Repair Bufs: 0
  • Post-CTS resize count: 0

Layout
  • Layout cells sized above 1: 14.6%
  • Sequential cells: 0
  • Number of fill cells: 375
  • Non-Filler Instances: 135
  • Area grow syn2layout: 157%
  • Fin util: 26.3%
  • Clkbuf count: 0
  • Final Instance Area: 900 sq um
  • Flop area: 0 sq um

Floorplanning
  • Die Ht: 80 microns
  • DIE AREA: 6400 sq um
  • Rows: 21
  • IO Pins: 51
  • Core Box Area: 3420 sq um
  • Width of the die: 80 microns
  • Floorplan utilization: 10.3%

Drt
  • WL final: 2050 microns
  • Antenna-violating nets left: 0
  • Wire length per cell: 15.2 microns
  • Post-route DRC: 0
  • Drt pass-1 iters: 4
  • Vias per Instance: 3.90
  • Vias: 527
  • Initial DRC Count: 47
  • Diode count: 0

Setup path
  • Crit end category: output port
  • CP Class: primary input to output port
  • Critical path startpoint category: primary input
  • Worst EP required: 3200 ps
  • Crit-path max FO: 8
  • CP arrival: 2580 ps

Pwr
  • Internal Pwr Total: 0.0000643 W
  • Net Switching: 0.0000263 W
  • Sequential power share: 0%
  • Power share of the combinational group: 100.0%
  • Pwr Total: 0.0000906 W
  • Clk network pwr share: 0%
  • Worst VDD drop: 0.0322 mV
  • Pleak: 0.327 nW
  • Net Sw Frac: 29.1%
  • PwrDens: 101 nW/um^2

Run
  • Tool Warnings: 32
  • # Max-Cap Violations: 0

GRT
  • Largest net degree at the start of global routing: 9
  • Global-route wire length before repair: 2970 microns
  • Antenna violations before repair: 0
  • GR Util All Layers: 5.89%
  • Grt total ovfl: 0
  • Vias in the first global route: 558

Hold path
  • Hold Path Cell Cnt: 4
  • Min-Delay Path Class: primary input to output port

Timing
  • Worst-Margin Slew: 512 ps
  • # setup viols final: 0
  • Min Tclk post-route: 3380 ps
  • Tcrit/Tclk final: 84.6%
  • RSZ-0062 raised after global routing: false
  • Max Freq: 296 MHz
  • Normalized max-slew margin: 65.9%
  • Fin. max-slew vios: 0
  • Final hold violation count: 0
  • Setup TNS: 0 ps

Placement
  • IO Port Bufs: 51
  • Area after DPL: 900 sq um
  • Post-DP HPWL: 1840 microns
  • Inst Count DP: 135
  • GP Congestion: 0.810

Status
  • Outcome: finished, final reports clean
==> metrics by stage <==
stage | hold slack, ps | setup slack (ps)
final | 2530 | 618
after floorplan | 1680 | 1840
after global routing | 2570 | 495
after CTS | 2550 | 604
after global placement | 2540 | 630
after detailed placement | 2540 | 615
==> worst paths after layout <==
kind | endpoint | startpoint
setup / recovery | mux_out[0] | sel[2]
hold / removal | mux_out[5] | data_a[5]
==> layout by cell type (no fill, tap or decap) <==
cell type,Yosys,routed
clkdlybuf4s50_1,0,51
a32oi_1,8,8
o211ai_2,8,8
nor3_4,1,1
nand2_1,8,8
mux2i_1,8,8
buf_4,0,3
nand2b_1,1,1
nor2_2,1,1
==> kinds of logic after synthesis <==
| logic type | synth area share, % |
|---|---|
| compound gates | 48.6 |
| simple gates | 16.8 |
| mux | 22.9 |
| buf+inv | 11.8 |
==> metal layers <==
metal / GRT usage (%) / vias to the layer above / wire length (microns)
li1: - / 263 / -
met1: 8.25 / 229 / 951
met2: 8.75 / 35 / 856
met3: 2.39 / 0 / 244
met4: 0 / 0 / 0
met5: 0 / - / 0
==> synth_stat cells (all sizes together) <==
cell type  number
mux2i           8
nand2           8
a32oi           8
nor3            1
clkbuf          2
o211ai          8
nor2            1
nand2b          1
buf             2
==> worst max-delay path, cell delays in order <==
cell and delay (ps):
clkdlybuf4s50_1 530, buf_4 220, nor3_4 340, nand2_1 120, o211ai_2 70, clkdlybuf4s50_1 500
==> power groups by stage <==
stage                 Clock, W  Sequential (W)  Combinational (W)
after global routing         0               0          0.0000980
final                        0               0          0.0000906
after CTS                    0               0          0.0000923
==> area by class of cell <==
type	instances	area [sq um]	area share (%)
multi-input cells	35	309	34.4
well taps	46	57.6	6.40
repair buffers	54	533	59.2
No activity file was given, so power comes from the tool's default toggle rates.
