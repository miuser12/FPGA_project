File: ./design.v
`timescale 1ns / 1ps
module control_unit(load_r0,load_r1,load_r2,load_r3,load_pc,inc_pc,sel_bus_1_mux,sel_bus_2_mux,load_ir,load_add_r,load_reg_y,load_reg_z,write,instruction,zero,clk,rst);
parameter word_size=8,op_size=4,state_size=4;
parameter src_size=2,dest_size=2,sel1_size=3,sel2_size=2;
parameter s_idle=0,s_fet1=1,s_fet2=2,s_dec=3;
parameter s_ex1=4,s_rd1=5,s_rd2=6;
parameter s_wr1=7,s_wr2=8,s_br1=9,s_br2=10,s_halt=11;
parameter nop=0,add=1,sub=2,AND=3,NOT=4;
parameter rd=5,wr=6,br=7,brz=8;
parameter r0=0,r1=1,r2=2,r3=3;
output load_r0,load_r1,load_r2,load_r3;
output load_pc,inc_pc;
output [sel1_size-1:0] sel_bus_1_mux;
output load_ir,load_add_r;
output load_reg_y,load_reg_z;
output [sel2_size-1:0] sel_bus_2_mux;
output write;
input [word_size-1:0] instruction;
input zero;
input clk,rst;
reg [state_size-1:0] state,next_state;
reg load_r0,load_r1,load_r2,load_r3,load_pc,inc_pc;
reg load_ir,load_add_r,load_reg_y;
reg sel_alu,sel_bus_1,sel_mem;
reg sel_r0,sel_r1,sel_r2,sel_r3,sel_pc;
reg load_reg_z,write;
reg err_flag;
wire [op_size-1:0] opcode=instruction[word_size-1:word_size-op_size];
wire [src_size-1:0] src=instruction[src_size+dest_size-1:dest_size];
wire [dest_size-1:0] dest=instruction[dest_size-1:0];
assign sel_bus_1_mux[sel1_size-1:0]=sel_r0?0:sel_r1?1:sel_r2?2:sel_r3?3:sel_pc?4:3'bx;
assign sel_bus_2_mux[sel2_size-1:0]=sel_alu?0:sel_bus_1?1:sel_mem?2:2'bx;
always@(posedge clk or negedge rst)
begin:state_transitions
if(rst==0)
state<=s_idle;
else state<=next_state;
end
always@(state or opcode or src or dest or zero)
begin:
output_and_next_state
sel_r0=0;
sel_r1=0;
sel_r2=0;
sel_r3=0;
sel_pc=0;
load_r0=0;
load_r1=0;
load_r2=0;
load_r3=0;
load_pc=0;
load_ir=0;
inc_pc=0;
sel_alu=0;
sel_bus_1=0;
sel_mem=0;
write=0;
err_flag=0;
next_state=state;
case(state)
s_idle: next_state=s_fet1;
s_fet1: begin
next_state=s_fet2;
sel_pc=1;
sel_bus_1=1;
load_add_r=1;
end
s_fet2:
begin
next_state=s_dec;
sel_mem=1;
load_ir=1;
inc_pc=1;
end
s_dec: case(opcode)
nop: next_state=s_fet1;
add,sub,AND: begin
next_state=s_ex1;
sel_bus_1=1;
load_reg_y=1;
case(src)
r0:sel_r0=1;
r1:sel_r1=1;
r2:sel_r2=1;
r3:sel_r3=1;
default: err_flag=1;
endcase
end
NOT: begin
next_state=s_fet1;
load_reg_z=1;
sel_bus_1=1;
sel_alu=1;
case(src)
r0:sel_r0=1;
r1:sel_r1=1;
r2:sel_r2=1;
r3:sel_r3=1;
default: err_flag=1;
endcase
case(dest)
r0:load_r0=1;
r1:load_r1=1;
r2:load_r2=1;
r3:load_r3=1;
default: err_flag=1;
endcase
end
rd: begin
next_state=s_rd1;
sel_pc=1;
sel_bus_1=1;
load_add_r=1;
end
wr:
begin
next_state=s_wr1;
sel_pc=1;
sel_bus_1=1;
load_add_r=1;
end
br: begin
next_state=s_br1;
sel_pc=1;
sel_bus_1=1;
load_add_r=1;
end
brz: if(zero==1)
begin
next_state=s_br1;
sel_pc=1;
sel_bus_1=1;
load_add_r=1;
end
else
begin
next_state=s_fet1;
inc_pc=1;
end
default:next_state=s_halt;
endcase
s_ex1:
begin
next_state=s_fet1;
load_reg_z=1;
sel_alu=1;
case(dest)
r0:begin
sel_r0=1;
load_r0=1;
end
r1:begin
sel_r1=1;
load_r1=1;
end
r2:begin
sel_r2=1;
load_r2=1;
end
r3:begin
sel_r3=1;
load_r3=1;
end
default:err_flag=1;
endcase
end
s_rd1: begin
next_state=s_rd2;
sel_mem=1;
load_add_r=1;
inc_pc=1 ;
end
s_wr1: begin
next_state=s_wr2;
sel_mem=1;
load_add_r=1;
inc_pc=1 ;
end
s_rd2: begin
next_state=s_fet1;
sel_mem=1;
case(dest)
r0:load_r0=1;
r1:load_r1=1;
r2:load_r2=1;
r3:load_r3=1;
default: err_flag=1;
endcase
end
s_wr2: begin
next_state=s_fet1;
write=1;
case(src)
r0:load_r0=1;
r1:load_r1=1;
r2:load_r2=1;
r3:load_r3=1;
default: err_flag=1;
endcase
end
s_br1: begin
next_state=s_br2;
sel_mem=1;
load_add_r=1;
end
s_br2: begin
next_state=s_fet1;
sel_mem=1;
load_pc=1;
end
s_halt: next_state=s_halt;
default: next_state=s_idle;
endcase
end
endmodule
File: ./run.sh
#!/bin/bash
# OpenROAD 26Q1-2900-gdf79404cd8, Yosys 0.63+post, stock flow scripts
make -C /OpenROAD-flow-scripts/flow DESIGN_CONFIG=/design/flow/config.mk WORK_HOME=/design/flow/orfs finish
File: ./config.mk
export PLATFORM = sky130hd
export DESIGN_NAME = control_unit
export DESIGN_NICKNAME = control_unit
export VERILOG_FILES = /design/flow/design.v
export SDC_FILE = /design/flow/constraint.sdc
export NUM_CORES = 4
export LEC_CHECK = 1
export CORE_AREA = 10 10 70 70
export DIE_AREA = 0 0 80 80
File: ./constraint.sdc
current_design control_unit

set clk_period 2.0
set clk_io_pct 0.2

create_clock -name clk0 -period $clk_period [get_ports {clk}]

set non_clock_inputs [all_inputs -no_clocks]
set_input_delay [expr $clk_period * $clk_io_pct] -clock clk0 $non_clock_inputs
set_output_delay [expr $clk_period * $clk_io_pct] -clock clk0 [all_outputs]
==> results.txt <==
yosys + openroad results -> status completed, DP HPWL 1440 µm, GR Util met1 0.0769, Clock Latency Late Sink 0.26 ns, Clock Path Buffers 2, DRT Pass-1 Iters 4, Syn Std Cell Area 599 µm², drt via density 4.19, Reg area 277 µm², max-slew violation count 0, Worst path slowest cell or3_4, Cells after Synth 64, Worst Hold Launch state[7], Post-synth EDFFs 0, FP Rows 21, # Max-Cap Violations 0, Num CTS Buffers 3, Cells on Worst Hold Path 0, cts hold-fix bufs 0, met2 usage in global routing 0.0835, gpl congestion 0.828, post-synth cell types 31, Tmin final 1.96 ns, total power 557 µW, Die Size 6400 µm², busiest grt layer met2, CTS sink cnt 11, biggest regs state x11, flops & latches, synth 11, Die H 80 µm, first-pass GRT wire length 3020 µm, Required @ worst endpoint 1.60 ns, Final Hold Fails 0, DR DRC count 0, gr usage total 0.0572, power density cells 493 nW/µm², filler instances 356, CP Class input pin to output pin, fmax 0.511 GHz, RR Startpoint state[2], die width 80 µm, met3 Usage GRT 0.0284, drt first-iter violations 18, Worst path max stage delay 0.38 ns, initial antenna violation count 0, worst-case reg-to-reg path depth 2, most instantiated cells after synthesis dfrtp_1, inv_1, nand2_1, most frequent cell after synthesis dfrtp_1, port bufs 23, routed wire length 1850 µm, H-tree Lvls 1, Final ANT Viol Nets 0, GRT overflow 0, pre-CTS setup slack -0.700 ns, Yosys warnings 1, TritonCTS clock tree yes, Clock Root Buffer clkbuf_4, Log Warnings 26, Yosys Instances 64, layout cell share with drive strength beyond 1 0.457, setup violators final 0, Hold WC Path Type flop to flop, Stages on worst setup path 5, startpoint types input pin, floorplan core density 0.175, WL/cell 12.2 µm, clock slew at reported path FFs 0.07 ns, Post-synth ARST share 1.00, yosys stat area 599 µm², worst setup margin 0.0435 ns, Worst Setup SP instruction[5], cell family with most CP delay simple AND/OR/NAND/NOR gates, Area leader share 0.418, buffer and inverter count on the worst path 2, max reg flops 11, endpoint class of the critical path output pin, Layout area overhead 88.5%, Critical Path AT 1.56 ns, Util after Layout 0.331, vias in the first global route 652, antenna fix cells 0, Area contributors post-synth dfrtp_1, o32ai_1, dfstp_2, Leak 0.000512 µW, Setup Skew 0.00836 ns, period utilization 0.978, worst path cell trace buf_2 > or3_4 > or3_4 > and3b_1 > buf_2, IO Pins 27, crit-path max FO 3, register area share after synthesis 0.461, Biggest register state, cell type with the largest total area dfrtp_1, Avg Synthesized Cell Area 9.36 µm², largest net degree at the start of global routing 12, Combinational Area 418 µm², core area 3420 µm², via count 632, VDD IR-drop max 0.392 mV, Commonest flop dfrtp_1
==> power breakdown <==
part           switching (µW)  internal (µW)
registers                9.88            235
clock network            66.6           76.9
logic                    72.9           95.9
==> metal layers <==
metal	part of all wire	up-vias	wire, µm
met2	0.41	24	750
li1	-	314	-
met1	0.48	292	895
met3	0.10	2	192
met4	0.0043	0	8
met5	0	-	0
==> worst paths after layout <==
kind / to / slack, ns
hold / removal: state[4] / 0.35
setup / recovery: sel_bus_2_mux[1] / 0.04
max in group asynchronous: state[0] / 1.21
setup reg to reg: state[6] / 0.48
min in group asynchronous: state[8] / 0.45
hold reg to reg: state[4] / 0.35
==> what timing repair did <==
item / in CTS / in global routing
gates resized: 49 / 21
setup endpoints to repair: 10 / 8
endpoints found under the hold margin: 0 / 0
buffers inserted: 2 / 0
pin swaps: 5 / 7
==> layout by cell type, fill, tap and decap left out, drive strengths merged, types with 2 or more instances in the layout <==
| master | n |
|---|---|
| a21oi | 3 |
| a221oi | 2 |
| and2 | 2 |
| buf | 23 |
| clkbuf | 6 |
| clkdlybuf4s15 | 4 |
| clkdlybuf4s50 | 5 |
| conb | 4 |
| dfrtp | 10 |
| dlygate4sd2 | 3 |
| dlymetal6s2s | 3 |
| inv | 5 |
| nand2 | 5 |
| nand2b | 2 |
| nor2 | 2 |
| nor2b | 2 |
| nor3 | 2 |
| nor3b | 2 |
| o21ai | 2 |
| o32ai | 4 |
| or3 | 2 |
==> worst register-to-register path: stages, from the launching register on <==
cell and delay (ns):
dfrtp_1 0.51, or4_1 0.57, a311o_1 0.33
==> area by class of cell <==
type / instances / share of cell area
tap: 46 / 0.0509
sequential: 11 / 0.245
timing repair buffer: 40 / 0.295
multi-input combinational: 45 / 0.370
inverter: 5 / 0.0166
clock buffer: 4 / 0.0233
==> logic make-up after synthesis <==
family | share of synthesized area
AOI/OAI and AO/OA | 0.236
buffers and inverters | 0.0835
DFF | 0.461
other | 0.0125
and+or+nand+nor | 0.207
==> metrics by stage <==
step	cell area [µm²]	hold slack, ns	std cells	setup TNS (ns)
detailed placement	976	0.340	145	-5.89
global route	1130	0.363	151	-0.0173
CTS	1080	0.356	151	-0.0777
floorplan	607	0.104	66	0
finish	1130	0.353	151	0
global placement	976	0.342	145	-5.65
Power and IR drop assume default switching activity.
