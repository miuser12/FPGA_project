==> /design/flow/run.sh <==
#!/bin/bash
# OpenROAD 26Q1-2900-gdf79404cd8, Yosys 0.63+post, stock flow scripts
make -C /OpenROAD-flow-scripts/flow DESIGN_CONFIG=/design/flow/config.mk WORK_HOME=/design/flow/orfs finish
==> /design/flow/config.mk <==
export PLATFORM = sky130hd
export DESIGN_NAME = memory_unit
export DESIGN_NICKNAME = memory_unit
export VERILOG_FILES = /design/flow/design.v
export SDC_FILE = /design/flow/constraint.sdc
export NUM_CORES = 4
export LEC_CHECK = 1
export CORE_UTILIZATION = 40
==> /design/flow/constraint.sdc <==
current_design memory_unit

set clk_period 29.1
set clk_io_pct 0.2

create_clock -name clk0 -period $clk_period [get_ports {clk}]

set non_clock_inputs [all_inputs -no_clocks]
set_input_delay [expr $clk_period * $clk_io_pct] -clock clk0 $non_clock_inputs
set_output_delay [expr $clk_period * $clk_io_pct] -clock clk0 [all_outputs]
==> /design/flow/design.v <==
`timescale 1ns/1ps
module memory_unit(data_out,data_in,address,clk,write);
parameter word_size=8;
parameter memory_size=256;
output[word_size-1:0]data_out;
input[word_size-1:0]data_in;
input[word_size-1:0]address;
input clk,write;
reg [word_size-1:0]memory[memory_size-1:0];
assign data_out=memory[address];
always@(posedge clk)
if(write)
memory[address]<=data_in;
endmodule
==> impl_results.html <==
<p>Metrics extracted from the flow reports.</p>
<table>
<tr><th>Metric</th><th>Value</th></tr>
<tr><th colspan="2">Outcome</th></tr>
<tr><td>Status</td><td>completed</td></tr>
<tr><th colspan="2">Final timing</th></tr>
<tr><td>Unrepaired setup endpoints after global routing</td><td>no</td></tr>
<tr><td>Peak clock frequency supported by timing</td><td>0.0586 GHz</td></tr>
<tr><td>Final count of pins violating max slew</td><td>0</td></tr>
<tr><td>Setup TNS after final layout</td><td>0 ps</td></tr>
<tr><td>Worst-case headroom to the max-slew limit</td><td>0.00919</td></tr>
<tr><td>Final count of hold timing violations</td><td>0</td></tr>
<tr><td>Period utilisation layout</td><td>0.587</td></tr>
<tr><td>Final tally of setup violations</td><td>0</td></tr>
<tr><td>Final worst path period need</td><td>17080 ps</td></tr>
<tr><td>Measured slew at the worst slew-check pin</td><td>1470 ps</td></tr>
<tr><td>Min Hold Slack</td><td>5380 ps</td></tr>
<tr><th colspan="2">Hold path</th></tr>
<tr><td>Classification of the worst-slack hold path</td><td>in -&gt; reg</td></tr>
<tr><td>Startpoint of the most critical hold path</td><td>data_in[5]</td></tr>
<tr><th colspan="2">Global routing</th></tr>
<tr><td>Largest net degree at the start of global routing</td><td>114</td></tr>
<tr><td>Overall global routing resource usage</td><td>0.213</td></tr>
<tr><td>Number of global-route vias before repair</td><td>40.5k</td></tr>
<tr><td>GR Overflow Total</td><td>0</td></tr>
<tr><td>Global-route wire length before repair</td><td>275000 microns</td></tr>
<tr><td>Initial antenna violation count</td><td>3</td></tr>
<tr><th colspan="2">Synth</th></tr>
<tr><td>Area share of the leading cell type in the synthesized netlist</td><td>0.785</td></tr>
<tr><td>Sequential element share of the synthesized area</td><td>0.785</td></tr>
<tr><td>Synth Cell Area</td><td>78300 sq um</td></tr>
<tr><td>Synthesized chip area reported by yosys</td><td>78300 sq um</td></tr>
<tr><td>Flip-flop and latch count after synthesis</td><td>2048</td></tr>
<tr><td>Mean post-synth cell area</td><td>22.1 sq um</td></tr>
<tr><td>Top area cells in the synthesized netlist</td><td>sky130_fd_sc_hd__edfxtp_1 79%, sky130_fd_sc_hd__mux4_2 15%, sky130_fd_sc_hd__a22oi_1 2.5%</td></tr>
<tr><td>Number of cells in the yosys synthesis report</td><td>3539</td></tr>
<tr><td>Syn Inst Count</td><td>3539</td></tr>
<tr><td>Primary FF master, synth</td><td>sky130_fd_sc_hd__edfxtp_1</td></tr>
<tr><td>Most frequent cells after synthesis</td><td>2048 x sky130_fd_sc_hd__edfxtp_1, 512 x sky130_fd_sc_hd__mux4_2, 256 x sky130_fd_sc_hd__a22oi_1, 232 x sky130_fd_sc_hd__nor2_1, 145 x sky130_fd_sc_hd__clkbuf_1</td></tr>
<tr><td>Leading cell type by number of instances after synthesis</td><td>sky130_fd_sc_hd__edfxtp_1</td></tr>
<tr><td>Count of warnings emitted by yosys</td><td>1</td></tr>
<tr><td>Dominant cell type by area after synthesis</td><td>sky130_fd_sc_hd__edfxtp_1</td></tr>
<tr><td>Share of synthesized registers carrying an async set or reset</td><td>0</td></tr>
<tr><td>Number of distinct library cells after synthesis</td><td>21</td></tr>
<tr><td>Post-synth EDFFs</td><td>2048</td></tr>
<tr><th colspan="2">Floorplan</th></tr>
<tr><td>Number of core rows</td><td>162</td></tr>
<tr><td>Die W</td><td>445 microns</td></tr>
<tr><td>Chip height</td><td>445 microns</td></tr>
<tr><td>Standard cell core area</td><td>195000 sq um</td></tr>
<tr><td>Total die size</td><td>198000 sq um</td></tr>
<tr><td>Top-Level Pins</td><td>26</td></tr>
<tr><td>Floorplan-stage core utilization</td><td>0.402</td></tr>
<tr><th colspan="2">Setup path</th></tr>
<tr><td>WP data required</td><td>23280 ps</td></tr>
<tr><td>Category of the worst setup path capture point</td><td>output pin</td></tr>
<tr><td>Slowest cell on the critical path</td><td>sky130_fd_sc_hd__o41ai_1</td></tr>
<tr><td>Crit-path leading delay family</td><td>buffers and inverters</td></tr>
<tr><td>Critical path launch point</td><td>address[0]</td></tr>
<tr><td>Top cell by count, worst path</td><td>sky130_fd_sc_hd__buf_4</td></tr>
<tr><td>Worst Path Class, Setup</td><td>in -&gt; out</td></tr>
<tr><td>Setup crit start kind</td><td>input port</td></tr>
<tr><td>Critical path arrival</td><td>11260 ps</td></tr>
<tr><td>Max stage delay on crit path</td><td>1250 ps</td></tr>
<tr><td>Cell-by-cell listing of the critical path</td><td>buf_8 -&gt; buf_4 -&gt; buf_4 -&gt; mux4_2 -&gt; a22oi_1 -&gt; a21oi_1 -&gt; o41ai_1 -&gt; nand4_1 -&gt; clkdlybuf4s50_1</td></tr>
<tr><td>CP max FO</td><td>57</td></tr>
<tr><td>Buffers and inverters on the worst path</td><td>4</td></tr>
<tr><th colspan="2">Power and ir drop</th></tr>
<tr><td>Leakage component of the power</td><td>26.5 nW</td></tr>
<tr><td>Worst VDD drop</td><td>0.0461 mV</td></tr>
<tr><td>Total power divided by cell area</td><td>67.6 nW/um^2</td></tr>
<tr><td>Overall power of the completed layout</td><td>5.97 mW</td></tr>
<tr><th colspan="2">Final layout</th></tr>
<tr><td>Register containing the most flip-flops in the final layout</td><td>memory</td></tr>
<tr><td>Cell Count, Final, Fillers Out</td><td>6474</td></tr>
<tr><td>Share of layout cells above drive strength 1</td><td>0.247</td></tr>
<tr><td>Max FFs per register</td><td>2048</td></tr>
<tr><td>Top flop regs</td><td>memory: 2048 flops</td></tr>
<tr><td>Syn-to-layout area delta</td><td>12.7%</td></tr>
<tr><th colspan="2">Placed design</th></tr>
<tr><td>Sum of net half-perimeters after detailed placement</td><td>109000 microns</td></tr>
<tr><td>Number of input and output port buffers inserted</td><td>25</td></tr>
<tr><td>Placed Cells</td><td>6106</td></tr>
<tr><td>Final GP Congestion</td><td>0.866</td></tr>
<tr><th colspan="2">Drt</th></tr>
<tr><td>Total Wirelength</td><td>188000 microns</td></tr>
<tr><td>Remaining design rule violation count</td><td>0</td></tr>
<tr><td>Post-route ant nets</td><td>0</td></tr>
<tr><td>Number of detailed-route iterations in the first pass</td><td>5</td></tr>
<tr><td>Total number of vias</td><td>36.7k</td></tr>
<tr><td>DRT iter0 DRCs</td><td>2707</td></tr>
<tr><td>Vias per Instance</td><td>5.67</td></tr>
<tr><td>Post-DR wirelength/cell</td><td>29.1 microns</td></tr>
<tr><th colspan="2">Clocking</th></tr>
<tr><td>Post-cts resize count</td><td>0</td></tr>
<tr><td>Num CTS Buffers</td><td>205</td></tr>
<tr><td>Max H-tree Level</td><td>4</td></tr>
<tr><td>Clock root buffer</td><td>sky130_fd_sc_hd__clkbuf_16</td></tr>
<tr><td>Number of buffers on the longest clock path</td><td>3</td></tr>
<tr><td>TritonCTS clock tree</td><td>built</td></tr>
<tr><td>Worst-path clk slew</td><td>60 ps</td></tr>
<tr><td>CTS Sinks</td><td>2048</td></tr>
<tr><td>CTS hold repair buffers</td><td>0</td></tr>
<tr><td>Buffers inserted during post-CTS setup optimization</td><td>0</td></tr>
<tr><th colspan="2">Flow run</th></tr>
<tr><td>Warning total across the stage logs</td><td>29</td></tr>
<tr><td>Max-Cap Viols</td><td>0</td></tr>
</table>
## worst paths after layout
| kind | slack, ps | cells after the start | endpoint |
|---|---|---|---|
| hold / removal | 5380 | 1 | memory[86][5]$_DFFE_PP_ |
| setup / recovery | 12020 | 9 | data_out[5] |
## layout make-up
type	instances	area, sq um
Antenna cell	2	5.00
Clock buffer	268	5410
Clock inverter	97	781
Fill cell	15900	106000
Inverter	1	3.75
Multi-Input combinational cell	1258	15800
Sequential cell	2048	61500
Tap cell	2624	3280
Timing Repair Buffer	176	1480
## per-layer routing
metal | vias to the layer above | track usage | part of all wire
li1 | 15400 | - | -
met3 | 288 | 0.152 | 0.16
met5 | - | 0.00611 | 0.00091
met2 | 2017 | 0.305 | 0.47
met4 | 7 | 0.0520 | 0.029
met1 | 19000 | 0.278 | 0.34
## cell usage in the layout (no fill, tap or decap), drive strengths merged
cell type	n
a21oi	128
a22oi	256
and2	3
buf	160
bufinv	5
clkbuf	269
clkdlybuf4s50	15
clkinv	86
clkinvlp	2
diode	2
edfxtp	2048
inv	5
mux4	512
nand2	28
nand2b	6
nand3	13
nand4	8
nor2	232
nor2b	7
nor3	30
o41ai	32
or2	2
or3	1
## report_power, final
| part | internal (mW) | total [mW] | switching (mW) |
|---|---|---|---|
| Clock | 1.35 | 2.45 | 1.09 |
| Combinational | 0.0930 | 0.271 | 0.178 |
| Sequential | 3.25 | 3.25 | 0.00126 |
## cell families (layout without fill, tap and decap cells)
logic type,Yosys count,after routing,share of synthesized area
AOI/OAI and AO/OA,416,416,0.0363
buffers and inverters,233,542,0.0140
DFF,2048,2048,0.785
muxes,512,512,0.147
other,0,2,0
and+or+nand+nor,330,330,0.0174
## through the flow
step | worst slack, ps | area (sq um) | utilization
4_1_cts | 11850 | 88300 | 0.453
2_1_floorplan | 15720 | 78300 | -
6_report | 12020 | 88300 | 0.453
3_5_place_dp | 11860 | 82100 | 0.422
3_3_place_gp | 11830 | 82100 | 0.422
5_1_grt | 11630 | 88300 | 0.453
Power figures rest on the tool's default switching activity, not on a simulated workload.
